==> flow/design.v <==
module bin_to_bin(
  input [31:0] i,
  output[31:0] o
);
  logic [31:0] tmp, bin;
  integer k;
  always_comb begin
    tmp = i;
    for (k = 1; k < 32; k = k * 2) begin
      bin = tmp ^ (tmp >> k);
      tmp = bin;
  	end
  end
  assign o = bin;
endmodule
==> flow/run.sh <==
#!/bin/bash
# OpenROAD 26Q1-2900-gdf79404cd8, Yosys 0.63+post, stock flow scripts
make -C /OpenROAD-flow-scripts/flow DESIGN_CONFIG=/design/flow/config.mk WORK_HOME=/design/flow/orfs finish
==> flow/config.mk <==
export PLATFORM = sky130hd
export DESIGN_NAME = bin_to_bin
export DESIGN_NICKNAME = bin_to_bin
export VERILOG_FILES = /design/flow/design.v
export SDC_FILE = /design/flow/constraint.sdc
export NUM_CORES = 4
export LEC_CHECK = 1
export CORE_AREA = 10 10 85 85
export DIE_AREA = 0 0 95 95
==> flow/constraint.sdc <==
current_design bin_to_bin

set clk_period 11.5
set clk_io_pct 0.2

create_clock -name clk0 -period $clk_period

set non_clock_inputs [all_inputs -no_clocks]
set_input_delay [expr $clk_period * $clk_io_pct] -clock clk0 $non_clock_inputs
set_output_delay [expr $clk_period * $clk_io_pct] -clock clk0 [all_outputs]
==> Slide: Implementation Results <==
Physical Implementation Snapshot

Die
  • Die X: 95 um
  • Core Util at FP: 12.2%
  • Num rows: 27
  • Ports: 64
  • Core ar.: 5470 um^2
  • Die extent in y: 95 um
  • Die ar.: 9030 um^2

Synthesis
  • Area contributors post-synth: xnor2_1 (28%), xor2_1 (22%), xnor3_2 (18%), xnor3_1 (17%), xnor2_4 (4.1%)
  • Yosys warning tally: 1
  • Netlist cell types: 9
  • Synth cell count leaders: xnor2_1 (21), xor2_1 (17), inv_1 (7)
  • Synthesized area per cell: 11.3 um^2
  • Cells after Synth: 59
  • Most common cell in the netlist: xnor2_1
  • Leading area contributor after synthesis: xnor2_1
  • Yosys chip area: 668 um^2
  • Cells in synth_stat.txt: 59
  • Top cell area share: 27.5%
  • Synth Cell Area: 668 um^2
  • Sequential-to-total area share from yosys stat: 0%

Flow run
  • Tool warnings: 32
  • Max-Cap Viols: 0

STA
  • Max-slew violation count: 0
  • Final Cycle Share: 65.3%
  • Unrepaired setup endpoints after global routing: false
  • Final min period: 7510 ps
  • Relative slew slack: 74.1%
  • Final setup vio count: 0
  • Final hold vios: 0
  • Setup ws final: 3990 ps
  • Upper clock frequency limit: 133 MHz
  • Final TNS setup: 0 ps
  • Least-Margin Pin Slew: 385 ps

Cells and area
  • Layout area overhead: 108%
  • Layout cells sized above 1: 6.56%
  • Fill cells: 612
  • # clk buffers: 0
  • Flop count: 0
  • Reg area: 0 um^2

Power and ir drop
  • Combinational power share: 100.0%
  • Pwr dens: 251 nW/um^2
  • P_int: 258 uW
  • Peak VDD IR: 0.000141 V
  • Clock share of power: 0%
  • P_leak: 0.000593 uW
  • Reg power frac: 0%
  • Switching share of power: 26.3%
  • NetSw: 91.9 uW

CTS
  • PostCTS Resize Cnt: 0
  • Hold-fix buffers, CTS: 0
  • Setup Fix Bufs, Post-CTS: 0

Drt
  • Post-route DRC: 0
  • Drt first-iter violations: 3
  • TritonRoute pass-1 iters: 2
  • Wirelength per Cell: 10.6 um
  • Vias: 599
  • Via density: 3.09
  • Final antenna-violating net count: 0
  • Diodes inserted: 0
  • WL final: 2060 um

Critical path
  • Crit-path most repeated cell: xnor3_2
  • Worst Path Arrival: 5210 ps
  • Startpoint Class: input pin
  • Worst EP required: 9200 ps
  • Crit path max fanout: 4
  • CP peak stage delay: 510 ps
  • CP Capture Type: output port
  • Crit Path Category: in2out
  • Worst-path cell chain: clkdlybuf4s50_1, xor2_1, xnor3_2, xnor3_2, xnor3_2, xnor3_1, clkdlybuf4s50_1
  • Slowest cell on the critical path: clkdlybuf4s50_1

Place
  • Port-buffer cells: 64
  • RePlAce Congestion: 0.740
  • Pre-CTS setup slack: 3970 ps
  • Final HPWL DP: 1950 um

Global route
  • First-pass GRT wire length: 3020 um
  • Antenna violations before repair: 0
  • Largest net degree at the start of global routing: 6
  • All-layer global routing usage: 4.19%
  • Vias in the first global route: 624
  • Grt ovf: 0

Min path
  • Hold Crit Class: in2out

Status
  • Status: completed
==> cell usage in the layout (no fill, tap or decap) <==
cell type and count:
xor2_1 17, xnor2_4 1, xnor3_1 5, xnor3_2 5
clkdlybuf4s50_1 64, inv_1 7, xnor2_2 1, xnor2_1 21
xnor3_4 1
==> path summary, 6_finish.rpt <==
check | start | to | slack (ps) | cells after the start
max | i[25] | o[5] | 3990 | 7
min | i[31] | o[31] | 5470 | 2
==> power groups by stage <==
| stage | sequential [uW] | combinational [uW] | clock [uW] |
|---|---|---|---|
| finish | 0 | 350 | 0 |
| global route | 0 | 388 | 0 |
| CTS | 0 | 362 | 0 |
==> worst max-delay path: cells and delay by family <==
| kind | cells | cell delay [ps] |
|---|---|---|
| buffers and inverters | 2 | 920 |
| XOR/XNOR | 5 | 1980 |
==> routing by layer <==
layer | global-route usage (%) | part of all wire [%] | wire [um]
met5 | 0 | 0 | 0
met4 | 0 | 0 | 0
met3 | 2.88 | 22 | 450
met2 | 6.01 | 36 | 750
met1 | 5.42 | 42 | 860
==> logic make-up (layout without fill, tap and decap cells) <==
logic type	count (synthesis)	after routing	synth area share (%)
xor+xnor	51	51	94.9
buf+inv	8	71	5.06
==> stage by stage <==
step                      area (um^2)  hold WS, ps  std cells  util (%)  total power [uW]
after global routing             1390         5520        194      25.4               388
after global placement           1390         5480        194      25.4               362
final                            1390         5470        194      25.4               350
after CTS                        1390         5480        194      25.4               362
after floorplan                   668         4630         59         -               138
after detailed placement         1390         5480        194      25.4               358
==> final cells by class <==
| class | count | area, um^2 | area share [%] |
|---|---|---|---|
| timing repair buffer | 64 | 641 | 46.0 |
| multi-input combinational | 51 | 634 | 45.6 |
| tap | 72 | 90.1 | 6.47 |
| inverter | 7 | 26.3 | 1.89 |
Power figures rest on the tool's default switching activity, not on a simulated workload.
