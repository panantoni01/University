--- flow/run.sh ---
#!/bin/bash
# OpenROAD 26Q1-2900-gdf79404cd8, Yosys 0.63+post, stock flow scripts
make -C /OpenROAD-flow-scripts/flow DESIGN_CONFIG=/design/flow/config.mk WORK_HOME=/design/flow/orfs finish
--- flow/config.mk ---
export PLATFORM = sky130hd
export DESIGN_NAME = main_module
export DESIGN_NICKNAME = main_module
export VERILOG_FILES = /design/flow/design.v
export SDC_FILE = /design/flow/constraint.sdc
export NUM_CORES = 4
export LEC_CHECK = 1
export CORE_AREA = 10 10 80 80
export DIE_AREA = 0 0 90 90
--- flow/design.v ---
module funnel_shifter(input [7:0] a, b, input [3:0] n, output [7:0] o);
	wire [16:0] concat;
	assign concat = {a, b};
	assign o = concat >> n;
endmodule
module main_module(
  input [7:0] i, 
  input [3:0] n, 
  input ar, lr, rot, 
  output [7:0] o
);
  wire [7:0] left, right;
  wire [3:0] n_shift;
  assign left = rot || lr ? i : (ar ? {8{i[7]}} : 8'h00);
  assign right = rot || !lr ? i : 8'h00;
  assign n_shift = lr ?  8-n : n;
  funnel_shifter funnel(left, right, n_shift, o);
endmodule
--- flow/constraint.sdc ---
current_design main_module

set clk_period 3.9
set clk_io_pct 0.2

create_clock -name clk0 -period $clk_period

set non_clock_inputs [all_inputs -no_clocks]
set_input_delay [expr $clk_period * $clk_io_pct] -clock clk0 $non_clock_inputs
set_output_delay [expr $clk_period * $clk_io_pct] -clock clk0 [all_outputs]
==> flow_metrics.py <==
# Physical implementation metrics
metrics = {
    "outcome": {
        "outcome": "finished clean",
    },
    "sta": {
        "finalSetupViolations": 0,
        "hold_viol": 0,
        "final.setup.tns_ns": 0,
        "worst_pin_slew_ns": 0.454,
        "max_freq_mhz": 260,
        "worst_slack_ns": 0.0512,
        "period_needed_ns": 3.85,
        "slew_violations": 0,
        "rsz0062_at_grt": "true",
        "fin_crit_sh_pct": 98.7,
        "maxSlewHeadroom_pct": 69.4,
    },
    "setup_path": {
        "crit_type": "in2out",
        "cp-end-kind": "output pin",
        "cp-start-kind": "primary input",
        "cp.required_ns": 3.12,
        "arrival_ns": 3.07,
        "startpoint": "n[0]",
        "cp_max_fo": 7,
    },
    "detailed_routing": {
        "diodes": 0,
        "drt_pre_antenna_iters": 4,
        "wl_um": 3130,
        "vias_per_cell": 4.80,
        "drcViolationCount": 0,
        "ant_nets": 0,
        "vias": 1114,
        "drt_iter0_drc": 144,
        "wl_per_cell_um": 13.5,
    },
    "layout": {
        "layout.cells.non_filler": 232,
        "lay_top_cells": "buf_4 (21), clkdlybuf4s50_1 (19), mux2_2 (13), nand2_1 (13), a21oi_1 (9)",
        "layout_top_cell": "buf_4",
        "mi_logic_area_um2": 908,
        "finish.utilization_pct": 30.2,
        "area_growth_pct": 51.3,
        "clkbuf_count": 0,
        "ff_latch_area_um2": 0,
        "n_fill_cell": 493,
        "flops": 0,
        "design_area_um2": 1430,
        "drive_gt1_share_pct": 32.7,
    },
    "yosys": {
        "yosys.area_share.adder_pct": 1.33,
        "aoi_share_pct": 37.3,
        "netlist.area_leader.share_pct": 14.3,
        "ys_cells": 130,
        "top_cells_by_area": "mux2_2 (14%), a21oi_1 (5.8%), a211oi_2 (5.3%)",
        "post_synth_and_or_nand_nor_area_fraction_pct": 28.2,
        "logic_family": "AND-OR/OR-AND gates",
        "ys_area_um2": 942,
        "mux_share_pct": 19.1,
        "ys_types": 41,
        "synthXorXnorAreaFrac_pct": 3.59,
        "syn_inst": 130,
        "postSynthSeqShare_pct": 0,
        "avgSynthCellArea_um2": 7.25,
        "synth_area_leader_cell": "mux2_2",
        "synth_area_um2": 942,
        "synth_warnings": 0,
    },
    "worst_hold_path": {
        "min_from": "n[3]",
        "min_path_cells": 5,
        "hold-path-endpoint": "o[3]",
        "min_path_type": "in2out",
    },
    "flow_run": {
        "drv_cap": 0,
        "warnings": 33,
    },
    "placement": {
        "dp_cells": 229,
        "place_hpwl_um": 2510,
        "routabilityCongestion": 0.901,
        "post_dp_cell_area_um2": 1340,
        "place_worst_setup_slack_ns": -0.0694,
        "portBuffers": 23,
    },
    "pwr": {
        "irDropWorstVdd_mv": 0.0474,
        "p_per_area_nw_per_um2": 155,
        "p_leak_uw": 0.000590,
    },
    "floorplan": {
        "rows": 25,
        "io-pin-count": 23,
        "core-area_um2": 4720,
        "core_util_floorplan_pct": 19.9,
        "die_x_um": 90,
        "die_area_um2": 8100,
        "fp.dieH_um": 90,
    },
    "grt": {
        "grt_antenna_before_repair": 0,
        "grt_max_degree": 20,
        "grt_usage_pct": 7.42,
        "overflow": 0,
        "grt_first_pass_wirelength_um": 5180,
        "first_global_vias": 1069,
    },
    "cts": {
        "hold_buffers": 0,
    },
}
[synth_stat cells, types with 3 or more instances]
cell / number
nand2_1: 13
mux2_2: 12
a21oi_1: 11
nor2_1: 8
nand3_1: 6
a22oi_1: 5
o21ai_0: 5
a211oi_2: 4
buf_2: 4
buf_6: 4
inv_1: 4
nor2b_1: 4
a22o_1: 3
and2_1: 3
mux2i_1: 3
nor3_1: 3
o22ai_1: 3
[how the worst max path moves through the flow]
stage,end,slack [ns],cells after the start
4_1_cts,o[2],0.04,10
6_report,o[2],0.05,10
5_1_grt,o[2],-0.08,10
[power by group]
part	internal [uW]	switching, uW
logic	120	101
registers	0	0
clock network	0	0
total	120	101
[what timing repair did]
action,CTS,global route
pin swaps,0,8
endpoints found under the setup margin,6,8
cloned,1,0
setup buffers,0,2
resized,3,15
[worst max-delay path, stage by stage]
cell	delay (ns)
clkdlybuf4s50_1	0.49
inv_2	0.06
ha_4	0.30
buf_4	0.12
mux2_2	0.33
a22oi_2	0.21
a21oi_2	0.11
o21ai_1	0.13
o211ai_1	0.10
clkdlybuf4s50_1	0.43
[per-layer routing]
| metal | up-vias | GRT usage [%] | routed length [um] |
|---|---|---|---|
| met5 | - | 0 | 0 |
| met3 | 4 | 1.17 | 126 |
| met4 | 0 | 1.33 | 63 |
| met2 | 20 | 12.7 | 1470 |
| met1 | 523 | 9.65 | 1470 |
| li1 | 567 | - | - |
[through the flow]
step / power (uW) / hold slack (ns)
CTS: 216 / 2.82
floorplan: 118 / 1.76
detailed placement: 210 / 2.82
global placement: 212 / 2.83
finish: 222 / 2.58
global route: 245 / 2.68
[logic make-up (layout without fill, tap and decap cells)]
family / after synthesis / count (layout)
AND-OR/OR-AND: 48 / 48
XOR/XNOR: 3 / 3
adder cells (fa/ha/maj): 1 / 1
buffers and inverters: 15 / 49
multiplexers: 16 / 17
AND/OR/NAND/NOR: 47 / 47
[final cells by class]
cell class                 count  share of cell area [%]
multi-input combinational    116                    63.7
timing repair buffer          45                    29.3
tap                           67                    5.88
inverter                       4                    1.05
Power is estimated from default activity; no workload was simulated.
