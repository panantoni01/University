## /design/flow/run.sh

```bash
#!/bin/bash
# OpenROAD 26Q1-2900-gdf79404cd8, Yosys 0.63+post, stock flow scripts
make -C /OpenROAD-flow-scripts/flow DESIGN_CONFIG=/design/flow/config.mk WORK_HOME=/design/flow/orfs finish
```

## /design/flow/config.mk

```make
export PLATFORM = sky130hd
export DESIGN_NAME = main_mod
export DESIGN_NICKNAME = main_mod
export VERILOG_FILES = /design/flow/design.v
export SDC_FILE = /design/flow/constraint.sdc
export NUM_CORES = 4
export LEC_CHECK = 1
export CORE_AREA = 10 10 72 72
export DIE_AREA = 0 0 82 82
```

## /design/flow/constraint.sdc

```tcl
current_design main_mod

set clk_period 6.2
set clk_io_pct 0.2

create_clock -name clk0 -period $clk_period

set non_clock_inputs [all_inputs -no_clocks]
set_input_delay [expr $clk_period * $clk_io_pct] -clock clk0 $non_clock_inputs
set_output_delay [expr $clk_period * $clk_io_pct] -clock clk0 [all_outputs]
```

## /design/flow/design.v

```verilog
module full_adder(
  input a,b,cin, 
  output s,cout
);
  assign s = a ^ b ^ cin;
  assign cout = a && b || b && cin || a && cin;
endmodule
module _4bit_adder(
  input [3:0] a, b, input c0,
  output [3:0] o, output c
);
  logic c1,c2,c3;
  full_adder f1(a[0], b[0], c0, o[0], c1);
  full_adder f2(a[1], b[1], c1, o[1], c2);
  full_adder f3(a[2], b[2], c2, o[2], c3);
  full_adder f4(a[3], b[3], c3, o[3], c);
endmodule
module _1digit_bcd_adder(
  input [3:0] a, b, input c0,
  output [3:0] o, output c
);
  logic c1, c2, need_six;
  wire [3:0] o_temp, six;
  _4bit_adder a1(a, b, c0, o_temp, c1);
  assign need_six = c1 || o_temp[3] && (o_temp[2] || o_temp[1]);
  assign six = {1'b0, need_six, need_six, 1'b0};
  _4bit_adder a2(o_temp, six, 0, o, c2);
  assign c = c1 || c2;
endmodule
module _2digit_bcd_adder(
  input [7:0] a, b,
  output [7:0] o
);
  logic c1;
  _1digit_bcd_adder add1(a[3:0], b[3:0], 0, o[3:0], c1);
  _1digit_bcd_adder add2(a[7:4], b[7:4], c1, o[7:4], ignore);
endmodule
module _1digit_9complement(
  input [3:0] i,
  output [3:0] o
);
  logic o0, o1, o2, o3;
  assign o0 = !i[0];
  assign o1 = i[1];
  assign o2 = (!i[3] && !i[2] && i[1]) || (!i[3] && i[2] && !i[1]);
  assign o3 = !i[3] && !i[2] && !i[1];
  assign o = {o3, o2, o1, o0};
endmodule
module _2digit_9complement(
  input [7:0] i,
  output [7:0] o
);
  _1digit_9complement comp0(i[7:4], o[7:4]);
  _1digit_9complement comp1(i[3:0], o[3:0]);
endmodule
module multiplexer(
  input [7:0] a, b, input sub,
  output [7:0] o
);
  assign o = (a & {8{!sub}}) | (b & {8{sub}});
endmodule
module main_mod(
  input [7:0] a, b, input sub,
  output [7:0] o
);
  wire [7:0] b_9comp, b_9comp_plus1, b_final;
  _2digit_9complement comp(b, b_9comp);
  _2digit_bcd_adder add1(b_9comp, 8'b00000001, b_9comp_plus1);
  multiplexer choose(b, b_9comp_plus1, sub, b_final);
  _2digit_bcd_adder final_add(a, b_final, o);
endmodule
```

==> results.sh <==
# physical design summary
export IMPL_finalClockPeriodUsage_pct=128
export IMPL_synth_area_per_inst_um2=8.58
export IMPL_placed_area_um2=1170
export IMPL_final_setup_viol_count=4
export IMPL_drcViolationCount=0
export IMPL_worst_path_most_repeated_cell="sky130_fd_sc_hd__fa_2"
export IMPL_met3_wire_length_um=63
export IMPL_nClkBuffers=0
export IMPL_run_status="complete, but fails checks"
export IMPL_timing_critical_path_from="b[2]"
export IMPL_grt_setup_unrepaired="yes"
export IMPL_fillerInstances=374
export IMPL_netlist_cell_type_count=20
export IMPL_period_minus_slack_ns=7.91
export IMPL_crit_slowest_cell="sky130_fd_sc_hd__fa_2"
export IMPL_yosysChipArea_um2=781
export IMPL_worst_ir_drop_vdd_v=0.0000925
export IMPL_timing_max_slew_rel_slack_pct=82.4
export IMPL_crit_path_end_kind="primary output"
export IMPL_tightestPinTransition_ns=0.261
export IMPL_failed_checks="setup timing"
export IMPL_drv_max_cap_violation_count=0
export IMPL_ys_sh_simple_pct=8.81
export IMPL_crit_family="adder cells"
export IMPL_final_seq_area_um2=0
export IMPL_buffer_ports_inserted=25
export IMPL_cp_num_cells=29
export IMPL_std_cell_rows=22
export IMPL_post_detailed_route_count_of_antenna_violating_nets=0
export IMPL_met2_routed_wl_um=855
export IMPL_dp_hpwl_mm=1.46
export IMPL_yosys_stat_cells=91
export IMPL_floorplan_die_height_um=82
export IMPL_critPathCapture="o[7]"
export IMPL_top_area_cell="sky130_fd_sc_hd__ha_1"
export IMPL_p_leak_uw=0.000642
export IMPL_postLayoutCellArea_um2=1330
export IMPL_synth_cell_area_um2=781
export IMPL_routed_wl_mm=1.71
export IMPL_topCellsByArea="sky130_fd_sc_hd__ha_1, sky130_fd_sc_hd__fa_1, sky130_fd_sc_hd__inv_1"
export IMPL_powerDensity_nw_per_um2=194
export IMPL_grt_start_max_net_pins=10
export IMPL_path_max_fanout=3
export IMPL_maxClockFrequency_mhz=126
export IMPL_post_synth_main_logic_family="adder cells"
export IMPL_muxShareOfSynthArea_pct=5.29
export IMPL_dr_first_iter_drc_count=14
export IMPL_post_dr_vias_cell=3.81
export IMPL_die_w_um=82
export IMPL_syn_instance_count=91
export IMPL_grt_antenna_before_repair=0
export IMPL_floorplan_initialDensity_pct=21.2
export IMPL_worst_endpoint_required_ns=4.96
export IMPL_highest_signal_layer="met3"
export IMPL_timing_critical_path_slowest_cell_delay_ns=0.61
export IMPL_min_delay_path_class="input pin to primary output"
export IMPL_least_setup_slack_across_all_paths_after_layout_ns=-1.71
export IMPL_ios=25
export IMPL_final_core_utilization_pct=35.9
export IMPL_grt_pass1_wl_mm=2.90
export IMPL_yosys_stat_seqShare_pct=0
export IMPL_worstPathBufferInverterCount=6
export IMPL_setup_slack_after_placement_ns=-2.64
export IMPL_place_gp_congestion=0.757
export IMPL_synthAdderAreaFrac_pct=51.0
export IMPL_dr_total_vias=685
export IMPL_ys_sh_aoi_pct=7.21
export IMPL_grt_overflow_total=0
export IMPL_track_usage_pct=5.18
export IMPL_floorplan_core_area_um2=3690
export IMPL_final_hold_worst_slack_ns=3.23
export IMPL_yosysWarnings=3
export IMPL_final_hold_viol_count=0
export IMPL_xor_area_share_pct=8.97
export IMPL_routedLengthMet1_um=794
export IMPL_report_final_slew_viol_count=0
export IMPL_synthTopCellsByCount="sky130_fd_sc_hd__ha_1, sky130_fd_sc_hd__inv_1, sky130_fd_sc_hd__buf_4, sky130_fd_sc_hd__fa_1, sky130_fd_sc_hd__o21ai_0"
export IMPL_netlist_area_leader_share_pct=30.4
export IMPL_worst_setup_path_start_kind="input pin"
export IMPL_grt_pass1_vias=681
export IMPL_timing_critical_path_arrival_ns=6.67
export IMPL_log_warning_count=37
export IMPL_antenna_cells=0
export IMPL_routed_wire_length_per_instance_um=9.52
export IMPL_synth_dominant_cell_count="sky130_fd_sc_hd__ha_1"
export IMPL_area_delta_synth_final_pct=69.7
export IMPL_criticalPathCategory="input pin to primary output"
export IMPL_detailedRoute_firstPassIterationCount=3
export IMPL_post_route_cells_drive_above_1_share_pct=50.0
export IMPL_floorplan_die_area_um2=6720
export IMPL_ff_count=0
==> where the power goes <==
group	internal, µW	switching [µW]	total (µW)
registers	0	0	0
clock network	0	0	0
logic	156	101	256
==> layout by cell type, fill, tap and decap left out <==
master and count:
sky130_fd_sc_hd__o21ai_4 1, sky130_fd_sc_hd__ha_2 3, sky130_fd_sc_hd__buf_4 25, sky130_fd_sc_hd__or3_4 1
sky130_fd_sc_hd__nor2_2 1, sky130_fd_sc_hd__nor3_1 1, sky130_fd_sc_hd__nor2b_2 1, sky130_fd_sc_hd__clkdlybuf4s50_1 15
sky130_fd_sc_hd__mux2_2 1, sky130_fd_sc_hd__a211o_1 1, sky130_fd_sc_hd__nand2b_1 2, sky130_fd_sc_hd__nor2_1 4
sky130_fd_sc_hd__a211oi_2 1, sky130_fd_sc_hd__dlygate4sd2_1 1, sky130_fd_sc_hd__o21ai_1 2, sky130_fd_sc_hd__xnor2_2 1
sky130_fd_sc_hd__xor2_1 2, sky130_fd_sc_hd__inv_2 6, sky130_fd_sc_hd__ha_1 10, sky130_fd_sc_hd__xor2_2 1
sky130_fd_sc_hd__ha_4 6, sky130_fd_sc_hd__clkbuf_2 1, sky130_fd_sc_hd__fa_1 2, sky130_fd_sc_hd__fa_2 6
sky130_fd_sc_hd__xnor2_1 4, sky130_fd_sc_hd__mux2i_1 3, sky130_fd_sc_hd__buf_2 6, sky130_fd_sc_hd__nand2_1 4
sky130_fd_sc_hd__buf_6 1, sky130_fd_sc_hd__inv_1 13, sky130_fd_sc_hd__o21ai_2 2, sky130_fd_sc_hd__buf_8 2
sky130_fd_sc_hd__o21ai_0 2
==> cells by family (layout without fill, tap and decap cells) <==
group           count (synthesis)  count (layout)
buf+inv                        29              70
fa+ha+maj                      27              27
simple gates                   14              14
compound gates                  9               9
xor+xnor                        8               8
mux                             4               4
==> through the flow <==
stage / TNS (ns) / total power [µW] / instances
floorplan: -4.38 / 147 / 91
detailed placement: -10.21 / 231 / 172
global placement: -9.76 / 230 / 172
CTS: -6.07 / 248 / 179
finish: -5.17 / 256 / 180
global route: -6.10 / 292 / 180
==> routing by layer <==
metal	vias up	GRT usage (%)
li1	359	-
met1	318	7.54
met2	8	8.62
met3	0	0.551
met4	0	0
met5	-	0
==> how the worst min path moves through the flow <==
stage     startpoint    to  slack (ns)  cells after the start
4_1_cts         b[0]  o[0]        3.24                      4
5_1_grt         b[0]  o[0]        3.27                      4
6_report        b[0]  o[0]        3.23                      4
==> layout make-up <==
cell class | instances | area, µm² | area share [%]
Inverter | 19 | 71.3 | 5.38
Multi-Input combinational cell | 62 | 771 | 58.2
Tap cell | 48 | 60.1 | 4.53
Timing Repair Buffer | 51 | 423 | 31.9
==> what timing repair did <==
item                                    in CTS  in global routing
pin swaps                                   25                 17
endpoints found under the setup margin       7                  6
cloned                                       0                  0
gates resized                               56                  9
setup buffers                                7                  1
hold buffers                                 0                  0
Power and IR drop assume default switching activity.
